### ./design.v
`timescale 1ns / 1ps
module LEDRotator (SSLED, LEDSEL, inClk, reset);
	output reg [6:0] SSLED;
	output reg [3:0] LEDSEL;
	input inClk, reset;
	always @(posedge inClk or posedge reset) begin
		if (reset) begin
			SSLED = 7'b1110111;									 
			LEDSEL = 3'b0111;										 
		end
		else begin
			case (SSLED)
				7'b0111111: SSLED = 7'b1111101;				 
				7'b1111101: SSLED = 7'b1111011;				 
				7'b1111011: SSLED = 7'b1110111;				 
				7'b1110111: SSLED = 7'b1101111;				 
				7'b1101111: SSLED = 7'b1011111;				 
				7'b1011111: SSLED = 7'b0111111;				 
				default: SSLED = 7'b0111111;					 
			endcase
		end
	end
endmodule
`timescale 1ns / 1ps
module LEDWorm (clk1, clk2, clk3, SSLED, LEDSEL, inClk, buttonA, buttonB, reset, clockSelect);
	input inClk, buttonA, buttonB, reset;
	output clk1, clk2, clk3;
	output [3:0] LEDSEL;
	output [6:0] SSLED;
	output reg [2:0] clockSelect;
	wire rotClk, I1, I2, I3;
	clockGen_50MHz_to_3Hz prescale_1 (clk1, inClk);				 
	clockGen_divBy2 prescale_2 (clk2, clk1);						 
	clockGen_divBy4 prescale_3 (clk3, clk1);						 
	LEDRotator L1 (SSLED, LEDSEL, rotClk, reset);				 
	and sel_1 (I1, clk1, clockSelect[2]);				
	and sel_2 (I2, clk2, clockSelect[1]);
	and sel_3 (I3, clk3, clockSelect[0]);
	or sel_4 (rotClk, I1, I2, I3);
	always @(posedge clk1) begin
		if (reset) begin
			clockSelect = 3'b100;						 
		end else
		if (buttonA) begin
			case (clockSelect)
				3'b100: clockSelect = 3'b010;			 
				3'b010: clockSelect = 3'b001;			 
				3'b001: clockSelect = 3'b100;			 
				default: clockSelect = 3'b100;		 
			endcase
		end
		else begin
			case (clockSelect)
				3'b100: clockSelect = 3'b001;			 
				3'b001: clockSelect = 3'b010;			 
				3'b010: clockSelect = 3'b100;			 
				default: clockSelect = 3'b100;		 
			endcase
		end
	end
endmodule
`timescale 1ns / 1ps
module clockGen_50MHz_to_3Hz (outClk_3Hz,
										inClk_50MHz);
	input inClk_50MHz;
	output reg outClk_3Hz;
	integer count;
	always @(posedge inClk_50MHz) begin
		if (count < 16666666) begin
			count = count + 1;
		end else begin
			outClk_3Hz = ~outClk_3Hz;
			count = 0;
		end
	end
endmodule
`timescale 1ns / 1ps
module clockGen_divBy2 (outClk, inClk);
	input inClk;
	output reg outClk;
	reg tempClk;
	always @(posedge inClk) begin
		outClk = ~outClk;						 
	end
endmodule
`timescale 1ns / 1ps
module clockGen_divBy4 (outClk, inClk);
	input inClk;
	output outClk;
	wire tempClk;
	clockGen_divBy2 half (tempClk, inClk);
	clockGen_divBy2 quarter (outClk, tempClk);
endmodule
### ./run.sh
#!/bin/bash
# OpenROAD 26Q1-2900-gdf79404cd8, Yosys 0.63+post, stock flow scripts
make -C /OpenROAD-flow-scripts/flow DESIGN_CONFIG=/design/flow/config.mk WORK_HOME=/design/flow/orfs finish
### ./config.mk
export PLATFORM = sky130hd
export DESIGN_NAME = LEDWorm
export DESIGN_NICKNAME = LEDWorm
export VERILOG_FILES = /design/flow/design.v
export SDC_FILE = /design/flow/constraint.sdc
export NUM_CORES = 4
export LEC_CHECK = 1
export CORE_UTILIZATION = 40
### ./constraint.sdc
current_design LEDWorm

set clk_period 4.7
set clk_io_pct 0.2

create_clock -name clk0 -period $clk_period [get_ports {inClk}]

set non_clock_inputs [all_inputs -no_clocks]
set_input_delay [expr $clk_period * $clk_io_pct] -clock clk0 $non_clock_inputs
set_output_delay [expr $clk_period * $clk_io_pct] -clock clk0 [all_outputs]
==> run notes <==
run results: Hold Slack=0.470 ns, Area leader share=0.346, post-place setup slack=about 2.5 ns, critical path cell sequence=clkdlybuf4s50_1, yosys adder share=0.00569, number of unconstrained endpoints=23, Sw Share=0.186, sequential share of power=0.502, Design Area, Final=2480 µm², # resized after CTS=0, synthesis area per yosys=2200 µm², endpoints failing hold=0, GPL Wtd Cong=between 0.8 and 0.9, Routed Antenna Nets=0, CP endpoint kind=primary output, Cell Area, Synth=2200 µm², Simple-Gate Area Share=0.256, comb area leader=simple AND/OR/NAND/NOR gates, Slowest cell on crit path=clkdlybuf4s50_1, CP max stage delay=~0.51 ns, setup ws final=between 2 and 3 ns, OpenROAD warnings=26, CTS Buf Count=5, Hold Crit Depth=1, Buf/Inv on CP=1, Synth Flop Type=dfxtp_1, Tot Pwr=0.560 mW, status=finished clean, Setup Buffers After CTS=0, Row Count=26, Startpoint Class=flip-flop, Final min period=roughly 2.2 ns, Achievable Freq=455 MHz, Yosys cell types=49, FFs w/ async S/R, synth=0.133, Complex Gates by Area=0.194, fin util=0.476, vias in the first global route=roughly 1600, initial drt markers=approximately 85, routed len/inst=between 10 and 15 µm, fin crit share=0.468, xor/xnor share=0.0517, Area Overhead vs Synth=12.6%, Registers, synthesis=around 45, share of cells above drive strength 1=0.102, clk root buf=clkbuf_8, via count=1782, die height=about 76 µm, IO Port Bufs=14, Critical Path AT=1.26 ns, Yosys top cell by area=dfxtp_1, Clk network pwr share=0.490, DP Cell Count=308, CTS tree=yes, Max Cap Violations=0, Latency at later pin=0.28 ns, Ant. Diodes=0, core area=5200 µm², clk slew on worst S/H paths=approximately 0.070 ns, Seq share, synth=0.430, setup_tns=0 ns, largest net degree at the start of global routing=22, Synth Area per Inst=about 9.4 µm², TritonRoute pass-1 iters=5, register pins left without a clock=12, Final setup viols=0, Stages on worst setup path=1, WS Path Type=reg -> out, Power per Cell Area=around 230 nW/µm², fp util=0.423, Comb power frac=0.008, Tightest Pin Transition=about 0.60 ns, worst clock skew=about 0.0080 ns, Worst slew margin=0.599, Worst EP required=between 3 and 4 ns, critical path fanouts, max=8, Lkg Pwr=1.01 nW, Placed Area=2360 µm², # DRC=0, unrepaired setup endpoints after global routing=false, first-pass GRT wire length=7610 µm, worst min-delay path class=reg -> reg, MUX share of area=0, hold-fix buffers at CTS=0, ys cells=235, Synth warnings=4, antenna violations before repair=0, internal power=0.456 mW, peak supply drop=around 210 µV, Psw=between 0.1 and 0.15 mW, Fillers=517, H-tree Lvls=2, Total Routing Usage GR=0.161, DP Wirelength=2930 µm, Clock Tree Buf Depth=2, Post-Route WL=about 4200 µm, flip-flops with a built-in enable=1, grt ovf=0, fin. max-slew vios=0, Finished Layout Cells=about 320, chip area=5800 µm², die width=around 76 µm, Vias/cell=5.64, cells on worst reg2reg path=5, CP delay by family, top=buffers and inverters, Top area cell types=dfxtp_1 (35%), dfstp_2 (6.0%), o31ai_1 (4.1%), or4_1 (3.8%), a21oi_1 (3.6%), IO Pins=21, Mapped Cells=about 240
[routing by layer]
layer  track usage  routed length (µm)
met2         0.265                1960
met3        0.0243                 158
met1         0.237                2080
met4        0.0192                  28
met5             0                   0
[state kept, by name, indices dropped and copies added, names as in the netlist]
signal	flops
clockSelect	3
prescale_1.count	32
L1.SSLED	6
prescale_2.outClk	1
prescale_1.outClk_3Hz	1
prescale_3.half.outClk	1
prescale_3.quarter.outClk	1
[layout make-up]
cell class | instances | area, µm² | share of cell area
Tap cell | 70 | 87.6 | 0.0354
Multi-Input combinational cell | 168 | 1140 | 0.459
Sequential cell | 45 | 947 | 0.382
Inverter | 9 | 33.8 | 0.0136
Timing Repair Buffer | 16 | 155 | 0.0626
Clock buffer | 7 | 86.3 | 0.0348
Clock inverter | 1 | 30.0 | 0.0121
[power groups by stage]
stage / sequential [mW] / combinational (mW) / clock (mW)
CTS: 0.281 / 0.00482 / 0.283
global route: 0.281 / 0.00538 / 0.295
finish: 0.281 / 0.00465 / 0.275
[Yosys cell counts, drive strengths merged (2+ instances only)]
| cell | instances |
|---|---|
| nor2 | 2 |
| and3 | 6 |
| inv | 9 |
| dfxtp | 38 |
| xor2 | 9 |
| o211ai | 2 |
| nand2 | 17 |
| dfstp | 5 |
| and4 | 5 |
| nand4 | 12 |
| nand3b | 2 |
| o31ai | 12 |
| nor3b | 2 |
| nand4b | 2 |
| buf | 12 |
| or4b | 3 |
| o21a | 2 |
| and2 | 2 |
| conb | 2 |
| o2bb2a | 2 |
| or4 | 11 |
| or3 | 2 |
| clkbuf | 4 |
| xnor2 | 4 |
| a21oi | 16 |
| o21ai | 3 |
| nand3 | 12 |
| nor4 | 5 |
| a22oi | 15 |
| nor3 | 5 |
[path summary, 6_finish.rpt]
path | slack [ns] | endpoint | from
worst max-delay path | 2.50 | clk1 | prescale_1.outClk_3Hz
worst min-delay path | 0.47 | prescale_1.count[0] | prescale_1.count[0]
worst max register to register | 2.51 | prescale_1.count[15] | prescale_1.count[20]
worst min register to register | 0.47 | prescale_1.count[0] | prescale_1.count[0]
[cell families after synthesis]
logic type / Yosys count
other: 2
buffers and inverters: 25
XOR/XNOR: 13
AND/OR/NAND/NOR: 90
adder cells (fa/ha/maj): 1
AND-OR/OR-AND: 59
flip-flops: 45
[layout by cell type (no fill, tap or decap), types with 3 or more instances in the layout]
| master | n |
|---|---|
| dfstp_2 | 5 |
| or4_1 | 11 |
| clkdlybuf4s50_1 | 14 |
| conb_1 | 5 |
| dfxtp_1 | 38 |
| inv_1 | 9 |
| nand3_1 | 12 |
| a22oi_1 | 10 |
| xnor2_1 | 4 |
| nor4_1 | 5 |
| a22oi_2 | 5 |
| o31ai_1 | 12 |
| a21oi_1 | 16 |
| xor2_1 | 9 |
| nor3_1 | 5 |
| nand4_1 | 12 |
| o21ai_0 | 3 |
| and3_1 | 5 |
| clkbuf_8 | 6 |
| nand2_1 | 17 |
| and4_1 | 4 |
Power is estimated from default activity; no workload was simulated.
