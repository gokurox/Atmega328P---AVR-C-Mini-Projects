**./run.sh**
```bash
#!/bin/bash
# OpenROAD 26Q1-2900-gdf79404cd8, Yosys 0.63+post, stock flow scripts
make -C /OpenROAD-flow-scripts/flow DESIGN_CONFIG=/design/flow/config.mk WORK_HOME=/design/flow/orfs finish
```
**./config.mk**
```make
export PLATFORM = sky130hd
export DESIGN_NAME = Booth_Multiplier_II
export DESIGN_NICKNAME = Booth_Multiplier_II
export VERILOG_FILES = /design/flow/design.v
export SDC_FILE = /design/flow/constraint.sdc
export NUM_CORES = 4
export LEC_CHECK = 1
export CORE_AREA = 10 10 70 70
export DIE_AREA = 0 0 80 80
```
**./constraint.sdc**
```tcl
current_design Booth_Multiplier_II

set clk_period 6.9
set clk_io_pct 0.2

create_clock -name clk0 -period $clk_period

set non_clock_inputs [all_inputs -no_clocks]
set_input_delay [expr $clk_period * $clk_io_pct] -clock clk0 $non_clock_inputs
set_output_delay [expr $clk_period * $clk_io_pct] -clock clk0 [all_outputs]
```
**./design.v**
```verilog
`timescale 1ns / 1ps
module Booth_Multiplier_II (product,
									 multiplicand,
									 multiplier);
	output [7:0] product;
	input signed [3:0] multiplicand, multiplier;					 
	assign product = multiplicand * multiplier;					 
endmodule
```
==> results.sh <==
# physical design summary
export IMPL_fin_tns_setup_ns=0
export IMPL_final_hold_viol_count=0
export IMPL_maxCapViolCount=0
export IMPL_yosysTopAreaCell="fa_1"
export IMPL_postRouteAntennaNets=0
export IMPL_synth_cellmix_compoundShare=0.0575
export IMPL_crit_path_start_kind="input pin"
export IMPL_setup_slack_ns=0.376
export IMPL_power_leakage_nw=0.398
export IMPL_maxSlewViolCount=0
export IMPL_final_cells=121
export IMPL_antenna_found_initial=0
export IMPL_rsz0062_at_grt="false"
export IMPL_min_path_cells=3
export IMPL_setup_viol=0
export IMPL_path_delay_family="adder cells"
export IMPL_layout_area_seq_um2=0
export IMPL_cp_required_ns=5.52
export IMPL_vdd_drop_max_v=0.0000275
export IMPL_critPathMaxFanout=4
export IMPL_whs_endpoint="product[0]"
export IMPL_critPathBufInv=3
export IMPL_logic_family="adder cells"
export IMPL_syn_inst=59
export IMPL_hp_class="in -> out"
export IMPL_syn_area_um2=566
export IMPL_vias_per_cell=3.41
export IMPL_die_width_um=80
export IMPL_relSlewSlack=0.880
export IMPL_die_h_um=80
export IMPL_dp_cells=121
export IMPL_area_leaders="fa_1 (32%), ha_1 (27%), and2_1 (10%)"
export IMPL_criticalPathCategory="in -> out"
export IMPL_hp_start="multiplicand[0]"
export IMPL_synthXorXnorAreaFrac=0.131
export IMPL_path_cells="clkdlybuf4s50_1, nand2b_1, fa_1, fa_1, fa_1, inv_1, ha_1, fa_1, a21o_1, a21oi_1, xnor2_1, clkdlybuf4s50_1"
export IMPL_chipArea_mm2=0.00640
export IMPL_post_route_period_util=0.945
export IMPL_ys_area_um2=566
export IMPL_avgSynthCellArea_um2=9.59
export IMPL_wl_per_cell_um=8.40
export IMPL_grt_pass1_vias=398
export IMPL_routabilityCongestion=0.784
export IMPL_cp_arrival_ns=5.14
export IMPL_pre_cts_slack_ns=0.330
export IMPL_path_common_cell="fa_1"
export IMPL_first_pass_iters=2
export IMPL_fp_util=0.166
export IMPL_status="finished, final reports clean"
export IMPL_holdWs_ns=3.77
export IMPL_num_vias=413
export IMPL_grt_max_degree=5
export IMPL_dp_hpwl_um=1020
export IMPL_ys_warn_count=0
export IMPL_cts_resized=0
export IMPL_ys_cells=59
export IMPL_grt_pass1_wl_um=1680
export IMPL_tool_warnings=32
export IMPL_seq_area_frac_synth=0
export IMPL_synth_top_area_share=0.319
export IMPL_post_cts_buffers=0
export IMPL_totalWireLength_um=1020
export IMPL_drive_above_1_share=0.0267
export IMPL_ys_sh_mux=0
export IMPL_holdBufCountCts=0
export IMPL_flops=0
export IMPL_synthTopCellsByCount="ha_1 (12), inv_1 (12), and2_1 (9), fa_1 (9), xnor2_1 (3)"
export IMPL_overflow=0
export IMPL_tightest_slew_ns=0.180
export IMPL_ios=16
export IMPL_portBuffers=16
export IMPL_drc=0
export IMPL_ys_types=15
export IMPL_num_rows=21
export IMPL_end_kind="primary output"
export IMPL_max_freq_mhz=153
export IMPL_critical_path_slowest_cell="fa_1"
export IMPL_ys_sh_adder=0.584
export IMPL_track_usage=0.0304
export IMPL_antenna_cells=0
export IMPL_simple_gate_share=0.148
export IMPL_area_delta_synth_final_pct=38.5
export IMPL_slowest_delay_ns=0.57
export IMPL_drt_iter0_drc=6
export IMPL_core_area_mm2=0.00342
export IMPL_clockBufferCount=0
export IMPL_final_min_clock_period_ns=6.52
export IMPL_power_density_mw_per_mm2=128
-- layout make-up --
cell class / instances / area (µm²)
tap: 46 / 57.6
multi-input combinational: 47 / 520
timing repair buffer: 16 / 160
fill: 372 / 2630
inverter: 12 / 45.0
-- metal layers --
layer / vias up / part of all wire / global-route usage
met4: 0 / 0 / 0
met1: 192 / 0.38 / 0.0375
met2: 4 / 0.57 / 0.0570
met5: - / 0 / 0
met3: 0 / 0.050 / 0.00455
li1: 217 / - / -
-- where the power goes --
part           internal (mW)  total (mW)  leakage, nW  switching [mW]
logic                 0.0650       0.100        0.398          0.0354
clock network              0           0            0               0
registers                  0           0            0               0
-- cells in the final DEF, fill, tap and decap left out --
cell / instances
a21o_1: 2
a21oi_1: 2
and2_1: 9
clkdlybuf4s50_1: 16
fa_1: 9
ha_1: 12
inv_1: 12
nand2_1: 2
nand2_2: 1
nand2b_1: 1
nor2_1: 2
o21bai_1: 1
xnor2_1: 3
xnor2_2: 1
xnor3_1: 1
xor2_1: 1
-- worst max-delay path by stage --
stage / from / endpoint / slack [ns] / cells past startpoint
global route: multiplicand[0] / product[7] / 0.20 / 12
finish: multiplicand[0] / product[7] / 0.38 / 12
CTS: multiplicand[0] / product[7] / 0.33 / 12
-- tightest hold or removal path: stages --
cell and delay (ns):
clkdlybuf4s50_1 0.44, and2_1 0.15, clkdlybuf4s50_1 0.42
-- per-stage QoR --
stage                     total power [mW]  utilization  instance area [µm²]
after detailed placement             0.104        0.229                  783
after global placement               0.104        0.229                  783
after CTS                            0.105        0.229                  783
final                                0.100        0.229                  783
after floorplan                     0.0511            -                  566
after global routing                 0.116        0.229                  783
-- cell families (layout without fill, tap and decap cells) --
family / after synthesis / in the layout
XOR/XNOR: 6 / 6
AND/OR/NAND/NOR: 15 / 15
adder cells (fa/ha/maj): 21 / 21
buffers and inverters: 12 / 28
AND-OR/OR-AND: 5 / 5
No activity file was given, so power comes from the tool's default toggle rates.
